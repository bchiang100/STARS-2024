--- design.v ---
`default_nettype none
module top (
  input  logic hz100, reset,
  input  logic [20:0] pb,
  output logic [7:0] left, right,
         ss7, ss6, ss5, ss4, ss3, ss2, ss1, ss0,
  output logic red, green, blue,
  output logic [7:0] txdata,
  input  logic [7:0] rxdata,
  output logic txclk, rxclk,
  input  logic txready, rxready
);
fa4 fourbit (.A(pb[3:0]), .B(pb[7:4]), .Cin(pb[8]), .Cout(right[4]), .S(right[3:0]));
endmodule
module fa(
  input logic A, B, Cin,
  output logic Cout, S
);
  assign Cout = B && Cin || A && B || A && Cin;
  assign S = ~A && ~B && Cin || ~A && B && ~Cin || A && B && Cin || A && ~B && ~Cin;
endmodule
module fa4(
  input logic [3:0] A, B,
  input logic Cin,
  output logic Cout, 
  output logic [3:0] S
);
  logic Cin0, Cin1, Cin2;
  logic Cout0, Cout1, Cout2; 
fa adder1 (.A(A[0]), .B(B[0]), .Cin(Cin), .Cout(Cout0), .S(S[0]));
fa adder2 (.A(A[1]), .B(B[1]), .Cin(Cout0), .Cout(Cout1), .S(S[1]));
fa adder3 (.A(A[2]), .B(B[2]), .Cin(Cout1), .Cout(Cout2), .S(S[2]));
fa adder4 (.A(A[3]), .B(B[3]), .Cin(Cout2), .Cout(Cout), .S(S[3]));
endmodule
--- run.sh ---
#!/bin/bash
# OpenROAD 26Q1-2900-gdf79404cd8, Yosys 0.63+post, stock flow scripts
make -C /OpenROAD-flow-scripts/flow DESIGN_CONFIG=/design/flow/config.mk WORK_HOME=/design/flow/orfs finish
--- config.mk ---
export PLATFORM = sky130hd
export DESIGN_NAME = top
export DESIGN_NICKNAME = top
export VERILOG_FILES = /design/flow/design.v
export SDC_FILE = /design/flow/constraint.sdc
export NUM_CORES = 4
export LEC_CHECK = 1
export CORE_AREA = 10 10 70 70
export DIE_AREA = 0 0 80 80
--- constraint.sdc ---
current_design top

set clk_period 3.6
set clk_io_pct 0.2

create_clock -name clk0 -period $clk_period

set non_clock_inputs [all_inputs -no_clocks]
set_input_delay [expr $clk_period * $clk_io_pct] -clock clk0 $non_clock_inputs
set_output_delay [expr $clk_period * $clk_io_pct] -clock clk0 [all_outputs]
==> Slide: Implementation Results <==
Flow Results at a Glance

Floorplanning
  • Core area: 3420 um2
  • Die area: 6400 um2
  • Init Core Util: 24.0%
  • Chip Height: 80 um
  • Die X: 80 um
  • Rows: 21
  • I/O pin count: 126

Clock tree
  • Postcts setup bufs: 0
  • Hold_buf cts: 0

Setup path
  • CP required: 2.88 ns
  • Cell mode on critical path: fa_2
  • Worst Path Buf+Inv: 6
  • Cell family with most CP delay: adder cells
  • Max incr delay on CP: 0.42 ns
  • CP max-delay cell: clkdlybuf4s50_1
  • Critical path type: input pin to output port
  • CP Max Fanout: 1
  • WP depth: 10
  • Critical Path, Cell by Cell: clkdlybuf4s50_1 > inv_2 > fa_2 > inv_2 > fa_2 > fa_2 > inv_2 > fa_2 > inv_1 > clkdlybuf4s15_1
  • Critical Path Sink Type: output port
  • Critical Path Source Type: input pin
  • Critical path arrival: 2.79 ns

Pwr
  • Peak VDD IR: 0.0138 mV
  • Power per cell area: 65.8 nW/um2
  • Pleak: 0.418 nW

Placement
  • Routability cong.: 0.745
  • Dpl ws: -0.262 ns
  • IO Port Bufs: 14
  • DP HPWL: 1480 um
  • Area post-placement: 646 um2

Routing
  • Drt via density: 2.14
  • Antenna cells: 0
  • DR vias: 347
  • ANT nets after route: 0
  • WL final: 1450 um
  • DR iter-0 viols: 0
  • TritonRoute pass-1 iters: 1
  • Routed length per instance: 8.96 um
  • Remaining DRCs: 0

Synthesis
  • Cell variety after synth: 4
  • Cell area leaders: buf_4 85%, fa_1 9.8%, inv_1 4.6%
  • Share of the yosys chip area belonging to registers: 0%
  • Synth Instances: 108
  • Synth Warn #: 88
  • Post-synth top cells: 93 x buf_4, 10 x inv_1, 4 x fa_1
  • Synthesis area per yosys: 820 um2
  • Area share, top type: 85.2%
  • Post-synth top area cell: buf_4
  • Cell area after synthesis: 820 um2
  • Cells in synth_stat.txt: 108
  • Synthesized area per cell: 7.59 um2
  • Count leader, synth: buf_4

Flow run
  • Tool Warnings: 56
  • Max-Cap Viols: 0

Timing
  • Crit share post-route: 97.6%
  • Final Critical Period: 3.51 ns
  • Final setup violating endpoints: 0
  • Final hold viol count: 0
  • Final Slew Violations: 0
  • Fin worst setup slack: 0.0859 ns
  • RSZ-0062 raised after global routing: no
  • Max Freq: 285 MHz

Final layout
  • Area delta synth->final: -20.5%
  • Fill cells: 394
  • CLK BUF: 0
  • Final core occ: 19.1%
  • Reg area: 0 um2
  • Cell area after layout: 652 um2
  • Number of sequential cells: 0
  • Layout cells sized above 1: 7.76%

Min path
  • Hold depth: 5
  • Min-delay worst type: input pin to output port

Global route
  • Congestion Overflow GR: 0
  • Global-route wire length before repair: 1900 um
  • Vias in the first global route: 421
  • Initial antenna violation count: 0
  • Largest net degree at the start of global routing: 2
  • Total GRT Usage: 3.34%

Outcome
  • Status: complete, no violations
## per-stage QoR
stage	setup TNS [ns]	std cells	hold WS, ns	total power, W
after floorplan	0	195	1.66	0.0000884
after global placement	-0.338	162	2.47	0.0000474
after detailed placement	-0.336	162	2.49	0.0000472
after CTS	0	162	2.29	0.0000472
after global routing	0	162	2.35	0.0000549
final	0	162	2.28	0.0000429
## placed cells by master, fill, tap and decap left out
cell type / count
conb_1: 88
clkdlybuf4s50_1: 10
inv_2: 5
inv_1: 5
fa_2: 4
dlygate4sd2_1: 3
clkdlybuf4s15_1: 1
## area by class of cell
class / count / area (um2) / share of cell area (%)
Multi-Input combinational cell: 92 / 420 / 64.5
Timing Repair Buffer: 14 / 136 / 20.9
Inverter: 10 / 37.5 / 5.76
Tap cell: 46 / 57.6 / 8.83
## logic make-up (layout without fill, tap and decap cells)
family	count (synthesis)	in the layout	synth area share (%)
buf+inv	103	24	89.8
fa+ha+maj	4	4	9.77
other cells	1	88	0.458
## worst paths after layout
path,from,end,slack (ns)
max,pb[8],right[3],0.09
min,pb[7],right[3],2.28
## per-layer routing
layer / wire (um) / global-route usage [%] / vias up
met5: 0 / 0 / -
met4: 0 / 0 / 0
met3: 235 / 1.14 / 0
met2: 747 / 6.82 / 51
met1: 468 / 3.28 / 148
li1: - / - / 148
## tightest hold or removal path: stages
cell and delay, ns:
clkdlybuf4s50_1 0.39, inv_1 0.07, fa_2 0.19, inv_1 0.03, clkdlybuf4s15_1 0.16
## repair_timing
action,CTS,global route
pin swaps,4,2
setup endpoints to repair,2,1
gates resized,13,1
## report_power, final
part / switching [W] / internal (W)
combinational: 0.0000164 / 0.0000265
clock: 0 / 0
sequential: 0 / 0
total: 0.0000164 / 0.0000265
Power is estimated from default activity; no workload was simulated.
