File: ./design.v
module ssdec (
input logic [3:0] in,
input logic enable,
output logic [6:0] out
);
always_comb begin
  case(in)
    4'b0000: begin out = 7'b0111111; end
    4'b0001: begin out = 7'b0000110; end
    4'b0010: begin out = 7'b1011011; end
    4'b0011: begin out = 7'b1001111; end
    4'b0100: begin out = 7'b1100110; end
    4'b0101: begin out = 7'b1101101; end
    4'b0110: begin out = 7'b1111101; end
    4'b0111: begin out = 7'b0000111; end
    4'b1000: begin out = 7'b1111111; end
    4'b1001: begin out = 7'b1100111; end
    4'b1010: begin out = 7'b1110111; end
    4'b1011: begin out = 7'b1111100; end
    4'b1100: begin out = 7'b0111001; end
    4'b1101: begin out = 7'b1011110; end
    4'b1110: begin out = 7'b1111001; end
    4'b1111: begin out = 7'b1110001; end
    default: begin out = '0; end
  endcase
end
endmodule
File: ./run.sh
#!/bin/bash
# OpenROAD 26Q1-2900-gdf79404cd8, Yosys 0.63+post, stock flow scripts
make -C /OpenROAD-flow-scripts/flow DESIGN_CONFIG=/design/flow/config.mk WORK_HOME=/design/flow/orfs finish
File: ./config.mk
export PLATFORM = sky130hd
export DESIGN_NAME = ssdec
export DESIGN_NICKNAME = ssdec
export VERILOG_FILES = /design/flow/design.v
export SDC_FILE = /design/flow/constraint.sdc
export NUM_CORES = 4
export LEC_CHECK = 1
export CORE_AREA = 10 10 70 70
export DIE_AREA = 0 0 80 80
File: ./constraint.sdc
current_design ssdec

set clk_period 1.6
set clk_io_pct 0.2

create_clock -name clk0 -period $clk_period

set non_clock_inputs [all_inputs -no_clocks]
set_input_delay [expr $clk_period * $clk_io_pct] -clock clk0 $non_clock_inputs
set_output_delay [expr $clk_period * $clk_io_pct] -clock clk0 [all_outputs]
==> deck_impl_summary.md <==
Physical Implementation Snapshot

Final timing
  • Setup WS post-layout: 56.6 ps
  • Max-slew headroom at the worst pin: 88.8%
  • Setup Viol. Count Final: 0
  • Worst-margin pin slew: 166 ps
  • Min Tclk post-route: 1540 ps
  • Slew Limit Fails: 0
  • Hold WS: 1060 ps
  • Fin. Hold Viols: 0
  • RSZ-0062 raised after global routing: no
  • Final worst-path cycle share: 96.5%
  • Max Fclk: 0.648 GHz

Min path
  • Hold Startpoint: in[2]
  • Worst Hold Class: in -> out
  • Hold-critical path depth: 4
  • Hold EP: out[3]

Drt
  • DRT iter0 DRCs: 10
  • ANT cells: 0
  • Total routed wirelength: 862 um
  • Post-DR vias/cell: 3.00
  • Via count: 306
  • TritonRoute pass-1 iters: 2
  • Per-cell routed wire length: 8.45 um
  • Antenna Nets Post-Route: 0
  • DRC violations left: 0

GRT
  • Initial antenna violation count: 0
  • Largest net degree at the start of global routing: 12
  • GRT Util Overall: 2.63%
  • GRT overflow: 0
  • First-pass GRT wire length: 1.41 mm
  • Vias in the first global route: 297

Critical path
  • Critical Path AT: 1220 ps
  • Worst Setup End Kind: primary output
  • Startpoint types: input port
  • Crit Path Category: in -> out
  • CP Max Fanout: 4
  • Crit path required time: 1280 ps

Floorplan
  • Fp util: 8.72%
  • I/O pin total: 12
  • Height of the die: 80 um
  • Chip area: 6400 um2
  • Core ar.: 3420 um2
  • Row cnt: 21
  • Chip width: 80 um

Pwr
  • Sw Pwr: 0.0541 mW
  • Internal: 0.0650 mW
  • P_leak: 0.221 nW
  • Worst vdd ir: 45.0 uV
  • Sw frac: 45.4%
  • Sequential power share: 0%
  • Clk pwr share: 0%
  • Pwr Density: 220 nW/um2
  • Comb power frac: 100.0%

Final layout
  • Layout cells sized above 1: 50.0%
  • Clock buffer count: 0
  • Final core utilization: 15.9%
  • Logic cell area: 315 um2
  • # fillers: 390
  • Area Growth Syn to Fin: 81.9%
  • Flop area: 0 um2
  • FFs & Latches: 0

Placed design
  • Pre-CTS setup slack: -784 ps
  • PortBufs: 11
  • HPWL after detailed placement: 709 um
  • GPL Wtd Cong: 0.798

Synth
  • Cell count listed in synth_stat.txt: 41
  • Post-synth seq share: 0%
  • Post-synth cell types: 17
  • Syn_area_per_cell: 7.26 um2
  • Yosys warns: 1
  • Synth Instances: 41
  • Synth Cell Area: 298 um2
  • Yosys chip area: 298 um2

Clock network
  • Hold-fix buffers, CTS: 0

Run
  • Max-cap check violation count: 0
  • OpenROAD warnings: 39

Outcome
  • Status: complete, no violations
==> critical path: stages <==
cell	delay (ps)
buf_8	100
inv_4	50
buf_4	140
ha_4	160
a211oi_2	200
a31oi_1	60
clkdlybuf4s15_1	190
==> cells in the final DEF (no fill, tap or decap), types with 2 or more instances in the layout <==
master,Yosys,layout
a21oi_1,6,6
buf_4,0,6
inv_1,6,4
ha_4,0,4
clkbuf_2,0,4
nand2_1,3,3
ha_1,7,3
inv_4,0,2
o21ai_0,3,2
a211oi_2,1,2
a31oi_1,2,2
nor3_1,3,2
buf_6,2,2
buf_2,1,2
clkdlybuf4s15_1,0,2
==> metal layers <==
layer	global-route usage (%)	share of wire (%)
met5	0	0
met4	0	0
met3	0.114	3.5
met2	4.17	41
met1	4.02	55
==> power groups by stage <==
stage | logic, mW | clock network [mW] | registers [mW]
6_report | 0.119 | 0 | 0
4_1_cts | 0.123 | 0 | 0
5_1_grt | 0.135 | 0 | 0
==> timing repair <==
| item | CTS | global route |
|---|---|---|
| endpoints found under the setup margin | 7 | 6 |
| resized | 41 | 14 |
| buffers inserted | 1 | 0 |
| pin swaps | 3 | 2 |
==> cells in the mapped netlist (all sizes together) <==
cell / count / share of area (%)
nor2: 1 / 1.3
nand2b: 1 / 4.6
a21oi: 6 / 10
nor2b: 1 / 4.6
a21o: 1 / 2.5
nor3: 3 / 5.0
mux2i: 1 / 3.4
nor3b: 1 / 2.5
ha: 7 / 29
nand2: 3 / 3.8
buf: 3 / 9.2
a211oi: 2 / 6.7
a31oi: 2 / 4.2
inv: 6 / 7.6
o21ai: 3 / 5.0
==> cell type report <==
type	instances	share of cell area [%]
Multi-Input combinational cell	32	58.2
Tap cell	46	10.6
Timing Repair Buffer	18	26.1
Inverter	6	5.08
==> logic make-up after synthesis <==
family | after synthesis | synth area share [%]
AND-OR/OR-AND | 14 | 28.6
AND/OR/NAND/NOR | 10 | 21.8
buffers and inverters | 9 | 16.8
adder cells (fa/ha/maj) | 7 | 29.4
multiplexers | 1 | 3.36
==> metrics by stage <==
stage | TNS, ps | total power, mW | instance area [um2] | cells
CTS | 0 | 0.123 | 563 | 102
global placement | -5060 | 0.112 | 483 | 101
global route | 0 | 0.135 | 542 | 102
floorplan | 0 | 0.0539 | 298 | 41
detailed placement | -5060 | 0.113 | 483 | 101
finish | 0 | 0.119 | 542 | 102
==> worst max-delay path by stage <==
stage	to	startpoint	cells past startpoint	slack (ps)
after CTS	out[2]	in[1]	6	6
after global routing	out[5]	in[1]	7	10
final	out[4]	in[0]	7	60
No activity file was given, so power comes from the tool's default toggle rates.
